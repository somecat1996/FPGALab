==> ./design.v <==
`timescale 1ns / 1ps
`timescale 1ns / 1ps
module clock_div(
    input clk,
    output reg clk_500ms
    );
	 reg [31:0] q;
	 always @ (posedge clk) begin
		if(q >= 25000000) begin
			clk_500ms <= ~clk_500ms;
			q <= 0;
			end
		else q <= q + 1;
		end
endmodule
module LoopLED(
    input clk,
    output reg [7:0] LEDOut
    );
	 wire clk_500ms;
	 clock_div cd(.clk(clk), .clk_500ms(clk_500ms));
	 always @ (posedge clk_500ms) begin
		if(LEDOut[7] == 1'b1) LEDOut <= 8'b0;
		else LEDOut <= {LEDOut[6:0], 1'b1};
	end
endmodule
==> ./run.sh <==
#!/bin/bash
# OpenROAD 26Q1-2900-gdf79404cd8, Yosys 0.63+post, stock flow scripts
make -C /OpenROAD-flow-scripts/flow DESIGN_CONFIG=/design/flow/config.mk WORK_HOME=/design/flow/orfs finish
==> ./config.mk <==
export PLATFORM = sky130hd
export DESIGN_NAME = LoopLED
export DESIGN_NICKNAME = LoopLED
export VERILOG_FILES = /design/flow/design.v
export SDC_FILE = /design/flow/constraint.sdc
export NUM_CORES = 4
export LEC_CHECK = 1
export CORE_UTILIZATION = 30
==> ./constraint.sdc <==
current_design LoopLED

set clk_period 3.4
set clk_io_pct 0.2

create_clock -name clk0 -period $clk_period [get_ports {clk}]

set non_clock_inputs [all_inputs -no_clocks]
set_input_delay [expr $clk_period * $clk_io_pct] -clock clk0 $non_clock_inputs
set_output_delay [expr $clk_period * $clk_io_pct] -clock clk0 [all_outputs]
==> impl_metrics.env <==
# yosys + openroad results
export IMPL_status="completed"
export IMPL_required_ns=3.60
export IMPL_portBuffers=8
export IMPL_startpoint="cd.q[0]"
export IMPL_largest_area_cell="dfxtp_1"
export IMPL_drc=0
export IMPL_cts_setup_buffers=0
export IMPL_r2r_start="cd.q[0]"
export IMPL_wl_um=2593
export IMPL_drive_gt1_frac=0.07143
export IMPL_fp_util=0.3131
export IMPL_dpl_hpwl_um=1758
export IMPL_setup_violations_final=0
export IMPL_crit_type="reg -> reg"
export IMPL_grt_max_degree=20
export IMPL_syn_inst=167
export IMPL_ir_drop_mv=0.1352
export IMPL_worstSetupStartpointType="flop"
export IMPL_untimed_endpoints=16
export IMPL_power_mw=0.6984
export IMPL_power_frac_comb=0.004
export IMPL_mostFrequentLayoutCells="dfxtp_1 (40), nor3_1 (21), xnor2_1 (12)"
export IMPL_fillers=518
export IMPL_fmax_mhz=456.4
export IMPL_yosysUniqueCellTypes=31
export IMPL_clock_power_share=0.411
export IMPL_ys_flops=41
export IMPL_hp_class="reg -> reg"
export IMPL_p_sw_mw=0.1322
export IMPL_hold_violations=0
export IMPL_first_iter_violations=126
export IMPL_die_h_um=75.01
export IMPL_ant_nets=0
export IMPL_vias=1151
export IMPL_lay_top_count="dfxtp_1"
export IMPL_ys_area_sq_um=1599
export IMPL_grt_pass1_wl_um=4498
export IMPL_dieWidth_um=75.01
export IMPL_syn_avg_cell_area_sq_um=9.575
export IMPL_post_route_period_util=0.6444
export IMPL_fp_coreArea_sq_um=5107
export IMPL_netSwitchingFraction=0.1893
export IMPL_critical_path_max_fanout=9
export IMPL_reg2reg_depth=5
export IMPL_track_usage=0.1040
export IMPL_drt_pass1_iterations=4
export IMPL_final_max_slew_viol_count=0
export IMPL_max_cap_viol_count=0
export IMPL_antenna_found_initial=0
export IMPL_critical_path_endpoint_type="flop"
export IMPL_cts_buffers=5
export IMPL_syn_area_sq_um=1599
export IMPL_yosys_cells=167
export IMPL_clk_pin_slew_ns=0.06
export IMPL_grt_pass1_vias=1024
export IMPL_skew_ns=0.004148
export IMPL_rsz0062_at_grt="false"
export IMPL_area_leaders="dfxtp_1 (50%), nor3_1 (6.6%), xnor2_1 (6.6%), a211oi_1 (4.2%), or4_1 (2.8%)"
export IMPL_syn_to_final_growth_pct=16.28
export IMPL_min_to="cd.q[0]"
export IMPL_reg2reg_to="cd.q[22]"
export IMPL_chipArea_sq_um=5626
export IMPL_grt_remaining_overflow=0
export IMPL_wl_per_cell_um=10.29
export IMPL_tritoncts="yes"
export IMPL_holdWs_ns=0.4863
export IMPL_fin_crit_ns=2.191
export IMPL_num_io_pins=9
export IMPL_p_leak_nw=0.5768
export IMPL_num_rows=26
export IMPL_clock_latency_ns=0.28
export IMPL_unclocked_pins=8
export IMPL_holdPathStages=1
export IMPL_setup_tns_ns=0
export IMPL_yosys_warnings=2
export IMPL_diodes=0
export IMPL_via_per_inst=4.567
export IMPL_min_from="cd.q[0]"
export IMPL_postSynthSeqShare=0.5196
export IMPL_seqPwrFrac=0.586
export IMPL_clock_path_buffers=2
export IMPL_yosysTopAreaCellShare=0.5008
export IMPL_htreeDepth=2
export IMPL_cts_resized=0
export IMPL_place_gp_congestion=0.8201
export IMPL_clockRootBuffer="clkbuf_8"
export IMPL_cp_arrival_ns=2.39
export IMPL_cts_hold_buf=0
export IMPL_p_per_area_nw_per_um2=375.7
export IMPL_intPower_mw=0.5662
export IMPL_warning_count=27
export IMPL_r2r_slack_ns=1.21
[synth_stat cells (all sizes together)]
| master | number |
|---|---|
| xor2 | 2 |
| or4 | 6 |
| nand2 | 8 |
| a211oi | 9 |
| nor2b | 7 |
| o31ai | 3 |
| o21ai | 5 |
| nor4 | 4 |
| xnor2 | 12 |
| or2 | 1 |
| a21oi | 1 |
| nand4 | 3 |
| or3 | 5 |
| clkbuf | 7 |
| ha | 2 |
| dfxtp | 40 |
| edfxtp | 1 |
| inv | 10 |
| nor3b | 1 |
| conb | 1 |
| buf | 1 |
| and3 | 1 |
| nand3 | 8 |
| nor2 | 5 |
| o2111a | 1 |
| nor3 | 21 |
| o211ai | 1 |
| a21o | 1 |
[kinds of logic after synthesis]
group                    Yosys count  share of synthesized area
AND/OR/NAND/NOR                   70                     0.2512
flip-flops                        41                     0.5196
AND-OR/OR-AND                     21                    0.09154
buffers and inverters             18                    0.04304
XOR/XNOR                          14                    0.07668
adder cells (fa/ha/maj)            2                    0.01565
other                              1                   0.002345
[registers in the layout, summed over array words and instances (netlist names)]
name and cells:
LEDOut 8, cd.q 32, cd.clk_500ms 1
[layout make-up]
| type | instances | area (sq um) | share of cell area |
|---|---|---|---|
| inverter | 10 | 37.54 | 0.02019 |
| sequential | 41 | 830.8 | 0.4468 |
| multi-input combinational | 114 | 721.9 | 0.3883 |
| clock buffer | 7 | 86.33 | 0.04643 |
| tap | 70 | 87.58 | 0.04711 |
| timing repair buffer | 10 | 95.09 | 0.05114 |
[stage by stage]
step | utilization | area [sq um] | setup WS [ns] | instances
floorplan | - | 1622 | 1.342 | 173
global placement | 0.3471 | 1773 | 1.256 | 245
detailed placement | 0.3471 | 1773 | 1.181 | 245
CTS | 0.3640 | 1859 | 1.187 | 252
global route | 0.3640 | 1859 | 1.003 | 252
finish | 0.3640 | 1859 | 1.209 | 252
[critical path, cell delays in order, from the launching register on]
cell	delay (ns)
dfxtp_1	0.37
ha_1	0.22
nand2_1	0.13
or4_1	0.66
or4_1	0.51
a211oi_1	0.22
[worst max-delay path by stage]
stage / endpoint / slack [ns] / cells after the start
final: cd.q[22] / 1.21 / 5
after CTS: cd.q[22] / 1.19 / 5
after global routing: cd.q[24] / 1.00 / 5
[metal layers]
metal / track usage / vias up / part of all wire
met5: 0 / - / 0
met4: 0.01468 / 0 / 0.020
met2: 0.1592 / 13 / 0.43
met1: 0.1566 / 523 / 0.52
li1: - / 610 / -
met3: 0.02442 / 5 / 0.034
[power by group through the flow]
stage,registers (mW),logic (mW),clock network (mW)
6_report,0.409,0.00253,0.287
4_1_cts,0.409,0.00263,0.297
5_1_grt,0.410,0.00332,0.314
